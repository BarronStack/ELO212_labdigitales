[flow/design.v]
`timescale 1ns / 1ps
module ALU_ref #(parameter C_WIDTH = 8)
(
	input logic [C_WIDTH-1:0] A,
	input logic [C_WIDTH-1:0] B,
	input logic [1:0] OpCode,
	output logic [C_WIDTH-1:0] Result,
	output logic [3:0] Status
);
	logic N, Z, C, V;  
	always_comb begin
		case(OpCode)
			2'd0: begin
				{C, Result} = A + B; 
				V = (Result[C_WIDTH-1] & ~A[C_WIDTH-1] & ~B[C_WIDTH-1]) | (~Result[C_WIDTH-1] & A[C_WIDTH-1] & B[C_WIDTH-1]);
			end
			2'd1: begin
				{C, Result} = A - B;
				V = (Result[C_WIDTH-1] & ~A[C_WIDTH-1] & B[C_WIDTH-1]) | (~Result[C_WIDTH-1] & A[C_WIDTH-1] & ~B[C_WIDTH-1]);
			end
			2'd2: begin
				Result = A | B;
				C = 1'b0;
				V = 1'b0;
			end
			2'd3: begin
				Result = A & B;
				C = 1'b0;
				V = 1'b0;
			end
		endcase
		N = Result[C_WIDTH-1];  
		Z = (Result == '0);     
		Status = {N, Z, C, V};
	end
endmodule
`timescale 1ns / 1ps
module RE_pollish_FSM #(parameter WIDTH = 16)(
    input logic     clk,
    input logic     reset,
    input logic     DataDebouncedIn,
    output logic    out_LoadOpA,
    output logic    out_LoadOpB,
    output logic    out_LoadOpCode,
    output logic    out_updateRes,
    output logic    out_ToDisplaySel,
    output logic    [2:0]out_Status
    );
    enum logic[7:0] {Entering_OpA,
    Load_OpA,
    Entering_OpB,
    Load_OpB,
    Entering_OpCode,
    Load_OpCode,
    Show_Result} state, next_state;
always_ff @( posedge clk ) begin : clk_things
    if (reset)  state <=  Entering_OpA;
    else        state <= next_state;
end
always_comb begin
    next_state = state;
    case (state)
        Entering_OpA:
        begin
            if (DataDebouncedIn) next_state = Load_OpA;
        end 
        Load_OpA:
        begin
            next_state = Entering_OpB;
        end
        Entering_OpB:
        begin
            if (DataDebouncedIn) next_state = Load_OpB;
        end
        Load_OpB:
        begin
            next_state = Entering_OpCode;
        end
        Entering_OpCode:
        begin
            if(DataDebouncedIn) next_state = Load_OpCode;
        end
        Load_OpCode:
        begin
            next_state = Show_Result;
        end
        Show_Result:
        begin
            if (DataDebouncedIn) next_state = Entering_OpA;
        end
    endcase
end
always_comb begin
    out_LoadOpA           = 1'b0;
    out_LoadOpB           = 1'b0;
    out_LoadOpCode        = 1'b0;
    out_updateRes          = 1'b0;
    out_ToDisplaySel       = 1'b0;
    out_Status              = 1'b0;
    case (state)
        Entering_OpA:
        begin
            out_Status      = 0;
        end
        Load_OpA:
        begin
            out_LoadOpA     = 1'b1;
            out_Status      = 1;
        end
        Entering_OpB:
        begin
            out_Status      = 2;
        end
        Load_OpB:
        begin
            out_LoadOpB     = 1'b1;
            out_Status      = 3;
        end
        Entering_OpCode:
        begin
            out_Status      = 4;
        end
        Load_OpCode:
        begin
            out_LoadOpCode  = 1'b1;
            out_Status      = 5;
        end
        Show_Result:
        begin
            out_ToDisplaySel = 1'b1;
            out_Status      = 6;
        end
    endcase
end
endmodule
`timescale 1ns / 1ps
module S7_actividad1 #(parameter N_DEBOUNCER = 10)(
    input logic             clk,
    input logic             resetN,  
    input logic             Enter,
    input logic [15:0]      DataIn,  
    output logic [15:0]     ToDisplay,
    output logic [3:0]      Flags,
    output logic [2:0]      Status
    );
	logic PB_pressed_status;    
	logic PB_pressed_pulse;     
	logic PB_released_pulse;     
    assign resetN_neg = ~resetN;
    localparam width = 16;
    debouncer_FSM #(.DELAY(1)) dummy_debouncer (
        .clk(clk),
        .rst(resetN_neg),
        .PB(Enter),
        .PB_pressed_status(PB_pressed_status),
        .PB_pressed_pulse(PB_pressed_pulse),
        .PB_released_pulse(PB_released_pulse)
    );
    logic toalu_loadopA;
    logic toalu_loadopB;
    logic toalu_loadopOp;
    logic toDisplaySelMux;
    RE_pollish_FSM #(.WIDTH(width)) dummy_pollish_fsm (
        .DataDebouncedIn(PB_pressed_pulse),
        .clk(clk),
        .reset(resetN_neg),
        .out_LoadOpA(toalu_loadopA),
        .out_LoadOpB(toalu_loadopB),
        .out_LoadOpCode(toalu_loadopOp),
        .out_Status(Status),
        .out_ToDisplaySel(toDisplaySelMux),
        .out_updateRes(afteralu_updateRes)
    );
    logic [width:0] out_reg_A;
    logic [width:0] out_reg_B;
    logic [1:0] out_reg_Op;
    registro #(.N(width)) reg_A (
        .clk(clk),
        .reset(resetN_neg),
        .load(toalu_loadopA),
        .In(DataIn),
        .Out(out_reg_A)
    );
    registro #(.N(width)) reg_B (
        .clk(clk),
        .reset(resetN_neg),
        .load(toalu_loadopB),
        .In(DataIn),
        .Out(out_reg_B)
    );
    registro #(.N(2)) reg_Op (
        .clk(clk),
        .reset(resetN_neg),
        .load(toalu_loadopOp),
        .In(DataIn),
        .Out(out_reg_Op)
    );
    ALU_ref #(.C_WIDTH(width)) dummy_alu_ref(
        .A(out_reg_A),
        .B(out_reg_B),
        .OpCode(out_reg_Op),
        .Result(alu_result),
        .Status(alu_flags)
    );
    logic [width-1:0] alu_result;
    logic [3:0] alu_flags;
    logic afteralu_updateRes;
    logic afteralu_Result;
    logic to_displaySelector;
    registro #(.N(width)) reg_result (
        .clk(clk),
        .reset(resetN_neg),
        .load(afteralu_updateRes),
        .In(alu_result),
        .Out(to_displaySelector)
    );
    registro #(.N(4)) reg_flags (
        .clk(clk),
        .reset(resetN_neg),
        .load(afteralu_updateRes),
        .In(alu_flags),
        .Out(Flags)
    );
    mux #(.width(width)) mux_todisplay (
        .A(to_displaySelector),
        .B(DataIn),
        .out(ToDisplay),
        .sel(toDisplaySelMux)
    );
endmodule
`timescale 1ns / 1ps
module debouncer_FSM #(
    parameter DELAY=15                  
    )
(
	input 	logic clk,                  
	input 	logic rst,                  
	input 	logic PB,                   
	output 	logic PB_pressed_status,    
	output  logic PB_pressed_pulse,     
	output  logic PB_released_pulse     
 );
	logic    PB_sync_aux, PB_sync;
 always_ff @(posedge clk) begin
     if (rst) begin
         PB_sync_aux <= 1'b0;
         PB_sync     <= 1'b0;
     end
     else begin
         PB_sync_aux <= PB;
         PB_sync     <= PB_sync_aux;
     end
 end
	localparam DELAY_WIDTH = $clog2(DELAY);
	logic [DELAY_WIDTH-1:0]    delay_timer; 
    enum logic[5:0] {PB_IDLE, PB_COUNT, PB_PRESSED, PB_STABLE, PB_RELEASED} state, next_state;
  always_ff @(posedge clk) begin
	if (rst) delay_timer <= 0;
	else if (state != next_state) delay_timer <= 0;  
	else delay_timer <= delay_timer + 1;
  end
    always_comb begin
        next_state          = PB_IDLE;
        PB_pressed_status   = 1'b0;
        PB_pressed_pulse    = 1'b0;
        PB_released_pulse   = 1'b0;
        case (state)
            PB_IDLE:        begin
                                if(PB_sync) begin    
                                    next_state= PB_COUNT;
                                end
                            end
            PB_COUNT:       begin
                                if ((PB_sync && (delay_timer >= DELAY-1))) begin
                                    next_state = PB_PRESSED;
                                end 
                                else if (PB_sync)
                                    next_state = PB_COUNT;
                            end
             PB_PRESSED:    begin
                                PB_pressed_pulse = 1'b1;
                                if (PB_sync)
                                    next_state = PB_STABLE;
                            end
             PB_STABLE:     begin
                                PB_pressed_status=1'b1;
                                next_state = PB_STABLE;
                                if (~PB_sync)
                                    next_state = PB_RELEASED;
                            end
              PB_RELEASED:  begin
                                PB_released_pulse = 1'b1;
                                next_state = PB_IDLE;
                            end    
         endcase
    end    
    always@(posedge clk) begin
        if(rst) 
            state <= PB_IDLE;
        else 
            state <= next_state;
    end
endmodule
`timescale 1ns / 1ps
module mux #(parameter width = 16)(
    input logic  sel,
    input   logic [width - 1:0] A,B,
    output  logic [width - 1:0] out
    );
    always_comb begin 
        case (sel)
            1'b0: out = A;
            1'b1: out = B;
        endcase
    end
endmodule
`timescale 1ns / 1ps
module registro #(parameter N = 8)(
    input logic clk, reset, load,
    input logic [N-1:0] In,
    output logic [N-1:0] Out
    );
    always_ff @( posedge clk ) begin
        if(reset) Out <= 'b0;
        else if(load) Out <= In;
    end
endmodule
[flow/run.sh]
#!/bin/bash
# OpenROAD 26Q1-2900-gdf79404cd8, Yosys 0.63+post, stock flow scripts
make -C /OpenROAD-flow-scripts/flow DESIGN_CONFIG=/design/flow/config.mk WORK_HOME=/design/flow/orfs finish
[flow/config.mk]
export PLATFORM = sky130hd
export DESIGN_NAME = S7_actividad1
export DESIGN_NICKNAME = S7_actividad1
export VERILOG_FILES = /design/flow/design.v
export SDC_FILE = /design/flow/constraint.sdc
export NUM_CORES = 4
export LEC_CHECK = 1
export CORE_AREA = 10 10 71 71
export DIE_AREA = 0 0 81 81
[flow/constraint.sdc]
current_design S7_actividad1

set clk_period 1.7
set clk_io_pct 0.2

create_clock -name clk0 -period $clk_period [get_ports {clk}]

set non_clock_inputs [all_inputs -no_clocks]
set_input_delay [expr $clk_period * $clk_io_pct] -clock clk0 $non_clock_inputs
set_output_delay [expr $clk_period * $clk_io_pct] -clock clk0 [all_outputs]
==> run summary <==
Physical implementation.

- The run finished with clean final reports.
- The required time reported for the critical path endpoint is 1.36 ns.
- The overflow left after global routing is 0.
- The end-of-flow timing check tallies setup violations at 0.
- After Yosys synthesis, full adders, half adders and majority gates account for 0% of the synthesized area.
- Per the final report, max-transition violations number 0.
- Per the timing report, the biggest fanout along the worst path comes to 6.
- The dominant combinational cell family by area after synthesis is simple AND/OR/NAND/NOR gates.
- Per the skew report, the later register of the worst-skew pair sees a clock latency of 0.23 ns.
- The floorplan step set the die width to 81 µm.
- The clock share of power is 47.3%.
- Setup repair after global routing left no endpoint under its margin.
- For this design the top-level I/O count stands at 42.
- The HPWL after detailed placement is 1330 µm.
- The repair_antennas step left the layout with diodes totalling 0.
- The power report puts the leakage power at 0.618 nW.
- The worst setup path is launched from a register.
- The data arrival time reported for the critical path is 1.28 ns.
- Registers are responsible for 45.0% of the overall power.
- TritonRoute output was used to compute an average wire per cell of 10.9 µm.
- The category of cells accounting for the largest share of critical-path delay is buffers and inverters.
- The area of all placed cells without fillers is 1060 µm².
- The pin count of the biggest net entering global routing is 11.
- The number of H-tree branching levels is 1.
- The setup check on the worst reg-to-reg path leaves a slack of 0.77 ns.
- The most area-hungry cell type in the Yosys netlist is sky130_fd_sc_hd__dfxtp_1.
- The startpoint of the lowest-slack hold path is dummy_debouncer.PB_sync.
- The first detailed-routing pass took 4 iterations.
- The netlist area before placement is 569 µm².
- For this configuration, the core starts out at a cell density of 15.7%.
- The post-route fraction of the period consumed by the critical path is 95.5%.
- For this run, the number of Yosys warnings is 15.
- After layout, the worst setup slack is 0.0765 ns.
- The area share of the largest cell type after synthesis is 42.2%.
- The TritonCTS buffer count is 3.
- The synthesized netlist devotes 4.84% of its cell area to compound gates.
- After synthesis, the mean cell area works out to 8.76 µm².
- The first global-routing pass estimated 2370 µm of wire.
- Looking at the reg2reg group, the worst path ends at dummy_pollish_fsm.state[1].
- The source of the worst register-to-register timing path is dummy_debouncer.state[1].
- TritonCTS built the clock tree.
- The proportion of layout cells with a drive suffix above 1 is 9.43%.
- The cell count after placement is 147.
- The vertical die dimension reported for this design is 81 µm.
- The final worst clock skew is 0.00103 ns.
- The via density per instance is 3.71.
- The critical path contains buffers and inverters numbering 2 combined.
- On the critical path, the stage with the largest delay is an instance of sky130_fd_sc_hd__clkdlybuf4s50_1.
- The critical setup path kind is register to output pin.
- Timing analysis after detailed placement gives a worst setup slack of -0.0490 ns.
- Per the synthesis report, the simple-gate share of the synthesized area is 43.1%.
- The area share of xor/xnor cells in the synthesized design is 0%.
- The worst hold path terminates at dummy_debouncer.state[2].
- Per the OpenROAD floorplan log, the area of the core is 3630 µm².
- The switching part of the total is 17.1%.
- The post-detailed-routing wire length is 1690 µm.
- The cell count in the Yosys report is 65.
- Leaving out fill and tap cells, the most frequent cells in the layout are 20 x sky130_fd_sc_hd__and2_1, 18 x sky130_fd_sc_hd__clkdlybuf4s50_1, 11 x sky130_fd_sc_hd__dfxtp_1, 11 x sky130_fd_sc_hd__dlygate4sd2_1, 8 x sky130_fd_sc_hd__dlymetal6s2s_1.
- The number of global-route vias before repair was 538.
- Based on the critical path, the design can be clocked at up to 616 MHz.
- In this run the critical path is formed by buf_4 -> and2_1 -> clkdlybuf4s50_1.
- Yosys reports the multiplexer fraction of the synthesized area as 0%.
- The power after layout is 0.634 mW.
- The placed instance area is 973 µm².
- Hold-check failures listed in the final report amount to 0.
- Compared with the post-synthesis result, the final layout area differs by 87.0%.
- For this run, the slowest stage of the critical path takes 0.46 ns.
- The type recorded for the worst min-delay path is register to register.
- The top cell type in the final layout, fill and taps aside, is sky130_fd_sc_hd__and2_1.
- For this design the total switching power over the nets is 0.108 mW.
- The number of cells on the worst hold path is listed as 1.
- The CTS log lists the clock sinks for this run as 12.
- Yosys mapped the design onto 19 distinct sky130hd cell types.
- The area enclosed by the die boundary is 6560 µm².
- The post-route antenna net violation count is 0.
- After routing, the total negative slack on setup checks comes to 0 ns.
- The hold slack is 0.425 ns.
- The overall global routing resource usage is 4.45%.
- The number of design-rule violations left by the first detailed-router iteration is 2.
- For reference, the placement row count at floorplan is 22.
- Yosys attributes the largest share of cell area to sky130_fd_sc_hd__dfxtp_1 42%, sky130_fd_sc_hd__and2_1 22%, sky130_fd_sc_hd__buf_4 5.3%.
- The worst supply voltage drop on vdd is 0.440 mV.
- The routed via count is 571.
- The number of warnings reported in the stage logs is 25.
- The number of antenna violations at the first check in global routing came to 0.
- The DRC violation count after routing is 0.
- The number of buffers on the longest clock path is 2.
- After the flow finishes, the layout carries non-filler instances totaling 154.
- The clock-pin slew reported for the worst setup and hold paths after clock tree synthesis is 0.05 ns.
- The cts-stage hold buffer count is 0.
- The power share of the combinational group is 7.7%.
- The worst reg2reg path depth is 2.
- Port buffering added 37 buffers.
- The nature of the critical path endpoint is an output pin.
- The script computed a power per unit cell area of 595 nW/µm².
- The synthesized design contains 12 register bits.
- In this run the maximum-capacitance check reported violations numbering 0.
- The internal power is 0.526 mW.
- The post-route minimum period is 1.62 ns.
- The root buffer cell chosen for the clock tree is sky130_fd_sc_hd__clkbuf_8.
- The post-synthesis chip area from yosys is 569 µm².
- Summing the sequential cell areas from Yosys gives 42.2% of the chip area.
- The final estimated routing congestion in global placement is 0.800.
- The synthesized instance count is 65.
- The final core area utilization is 29.3%.
[what timing repair did]
| item | 4_1_cts | 5_1_grt |
|---|---|---|
| setup buffers | 3 | 0 |
| cloned | 0 | 0 |
| resized | 14 | 9 |
| endpoints found under the setup margin | 18 | 8 |
| pin swaps | 5 | 4 |
[registers in the layout, summed over array words and instances, names as in the netlist]
name                         count
dummy_pollish_fsm.state          7
dummy_debouncer.state            3
dummy_debouncer.PB_sync          1
dummy_debouncer.PB_sync_aux      1
[per-layer routing]
metal / vias up / track usage [%] / share of wire (%)
met2: 46 / 5.89 / 31
li1: 283 / - / -
met1: 240 / 6.50 / 56
met4: 0 / 0.346 / 0.30
met3: 2 / 2.34 / 13
met5: - / 0 / 0
[cells in the mapped netlist]
| master | number |
|---|---|
| sky130_fd_sc_hd__clkbuf_2 | 1 |
| sky130_fd_sc_hd__and3_1 | 1 |
| sky130_fd_sc_hd__nand2_1 | 6 |
| sky130_fd_sc_hd__o211ai_1 | 1 |
| sky130_fd_sc_hd__or3_1 | 3 |
| sky130_fd_sc_hd__buf_4 | 4 |
| sky130_fd_sc_hd__conb_1 | 1 |
| sky130_fd_sc_hd__nand3b_1 | 2 |
| sky130_fd_sc_hd__buf_2 | 2 |
| sky130_fd_sc_hd__and4bb_1 | 1 |
| sky130_fd_sc_hd__inv_1 | 2 |
| sky130_fd_sc_hd__nor2_1 | 2 |
| sky130_fd_sc_hd__o21ai_0 | 3 |
| sky130_fd_sc_hd__and2_1 | 20 |
| sky130_fd_sc_hd__dfxtp_1 | 12 |
| sky130_fd_sc_hd__nand4bb_1 | 1 |
| sky130_fd_sc_hd__a21oi_1 | 1 |
| sky130_fd_sc_hd__nor3b_4 | 1 |
| sky130_fd_sc_hd__nor3b_1 | 1 |
[logic make-up (layout without fill, tap and decap cells)]
group / after synthesis / count (layout)
AND-OR/OR-AND: 5 / 5
other: 1 / 4
flip-flops: 12 / 12
buffers and inverters: 9 / 47
AND/OR/NAND/NOR: 38 / 38
[cell type report]
cell class | count | area, µm²
Fill cell | 381 | 2570
Timing Repair Buffer | 41 | 410
Multi-Input combinational cell | 47 | 288
Sequential cell | 12 | 244
Tap cell | 48 | 60.1
Clock buffer | 4 | 55.1
Inverter | 2 | 7.51
[worst max-delay path by stage]
stage / startpoint / end / slack, ns / cells after the start
after CTS: dummy_pollish_fsm.state[3] / Status[2] / 0.0005 / 2
after global routing: dummy_pollish_fsm.state[3] / ToDisplay[9] / 0.01 / 3
final: dummy_pollish_fsm.state[3] / ToDisplay[9] / 0.08 / 3
[power groups by stage]
stage,clock network [mW],registers (mW),logic (mW)
6_report,0.300,0.285,0.0486
5_1_grt,0.318,0.285,0.0529
4_1_cts,0.307,0.285,0.0492
Power is estimated from default activity; no workload was simulated.
